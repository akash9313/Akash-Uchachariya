==> config.mk <==
export PLATFORM = sky130hd
export DESIGN_NAME = rca_top
export DESIGN_NICKNAME = rca_top
export VERILOG_FILES = /design/flow/design.v
export SDC_FILE = /design/flow/constraint.sdc
export NUM_CORES = 4
export LEC_CHECK = 1
export CORE_AREA = 10 10 70 70
export DIE_AREA = 0 0 80 80
==> constraint.sdc <==
current_design rca_top

set clk_period 6.0
set clk_io_pct 0.2

create_clock -name clk0 -period $clk_period [get_ports {clk}]

set non_clock_inputs [all_inputs -no_clocks]
set_input_delay [expr $clk_period * $clk_io_pct] -clock clk0 $non_clock_inputs
set_output_delay [expr $clk_period * $clk_io_pct] -clock clk0 [all_outputs]
==> design.v <==
module rca_top(
    input clk,
    input [7:0] A,
    input [7:0] B,
    input Cin,
    output reg [7:0] Sum,
    output reg Cout
);
wire [7:0] Sum_temp;
wire Cout_temp;
ripple_carry_adder #(8) uut (
    .A(A),
    .B(B),
    .Cin(Cin),
    .Sum(Sum_temp),
    .Cout(Cout_temp)
);
always @(posedge clk) begin
    Sum <= Sum_temp;
    Cout <= Cout_temp;
end
endmodule
`timescale 1ns/1ps
module ripple_carry_adder #(parameter N = 8)(
    input  [N-1:0] A,
    input  [N-1:0] B,
    input          Cin,
    output [N-1:0] Sum,
    output         Cout
);
    wire [N:0] carry;
    assign carry[0] = Cin;
    genvar i;
    generate
        for(i = 0; i < N; i = i + 1) begin : RCA
            assign {carry[i+1], Sum[i]} = A[i] + B[i] + carry[i];
        end
    endgenerate
    assign Cout = carry[N];
endmodule
==> run.sh <==
#!/bin/bash
# OpenROAD 26Q1-2900-gdf79404cd8, Yosys 0.63+post, stock flow scripts
make -C /OpenROAD-flow-scripts/flow DESIGN_CONFIG=/design/flow/config.mk WORK_HOME=/design/flow/orfs finish
==> report_table.html <==
<h3>Flow metrics</h3>
<table>
<tr><th>Metric</th><th>Value</th></tr>
<tr><th colspan="2">Routing</th></tr>
<tr><td>N_diodes</td><td>0</td></tr>
<tr><td>DR pass1 iterations</td><td>2</td></tr>
<tr><td>Average vias per placed instance</td><td>2.74</td></tr>
<tr><td>Initial detailed-routing violation count</td><td>1</td></tr>
<tr><td>Detailed Route WL</td><td>984 um</td></tr>
<tr><td>Antenna-violating nets left</td><td>0</td></tr>
<tr><td>Residual DRC</td><td>0</td></tr>
<tr><td>Post-detailed-route wirelength per cell</td><td>around 9.6 um</td></tr>
<tr><td>Via count of the routed design</td><td>282</td></tr>
<tr><th colspan="2">Run</th></tr>
<tr><td>Number of warning messages in the logs</td><td>25</td></tr>
<tr><td>Max capacitance violation total</td><td>0</td></tr>
<tr><th colspan="2">Global routing</th></tr>
<tr><td>Maximum number of pins on one net before global-route repair</td><td>6</td></tr>
<tr><td>Initial antenna violation count</td><td>0</td></tr>
<tr><td>Via count of the first global-routing pass</td><td>between 300 and 400</td></tr>
<tr><td>Remaining Overflow, GRT</td><td>0</td></tr>
<tr><td>Total Routing Usage GR</td><td>under 10%</td></tr>
<tr><td>First-pass GRT wire length</td><td>about 1.6 mm</td></tr>
<tr><th colspan="2">Synthesis</th></tr>
<tr><td>Sequential share of the synthesized area</td><td>47.7%</td></tr>
<tr><td>Post-synthesis cell type with the largest instance count</td><td>inv_1</td></tr>
<tr><td>Number of instances in the synthesized netlist</td><td>27</td></tr>
<tr><td>Number of distinct library cell variants in the gate-level netlist after synthesis</td><td>3</td></tr>
<tr><td>FFs w/ async S/R, synth</td><td>0%</td></tr>
<tr><td>Ys Warns</td><td>1</td></tr>
<tr><td>Library cell occupying the most area in the post-synthesis netlist</td><td>dfxtp_1</td></tr>
<tr><td>Seq cells post-synth</td><td>9</td></tr>
<tr><td>Top cells by area in the synthesized netlist</td><td>dfxtp_1 48%, fa_1 42%, inv_1 9.9%</td></tr>
<tr><td>Ys flop type</td><td>dfxtp_1</td></tr>
<tr><td>Post-synth tally of flip-flops with integrated enable</td><td>0</td></tr>
<tr><td>Avg Cell Area, Syn</td><td>14.0 um^2</td></tr>
<tr><td>Total cells reported by yosys after synthesis</td><td>27</td></tr>
<tr><td>Top cell type's share of synthesized area</td><td>47.7%</td></tr>
<tr><td>Cell types with the highest counts after synthesis</td><td>10 x inv_1, 9 x dfxtp_1, 8 x fa_1</td></tr>
<tr><td>Yosys synthesis chip area</td><td>378 um^2</td></tr>
<tr><td>Area of the mapped netlist</td><td>378 um^2</td></tr>
<tr><th colspan="2">Setup path</th></tr>
<tr><td>Cell family with most CP delay</td><td>adder cells</td></tr>
<tr><td>Kind of capture point of the worst setup path</td><td>flip-flop</td></tr>
<tr><td>Worst-path fanout max</td><td>1</td></tr>
<tr><td>Setup crit start kind</td><td>input port</td></tr>
<tr><td>Type of the worst setup path</td><td>in2reg</td></tr>
<tr><td>Peak per-stage delay on the critical path</td><td>0.40 ns</td></tr>
<tr><td>Launch point of the worst path</td><td>A[0]</td></tr>
<tr><td>Cell mode on critical path</td><td>fa_1</td></tr>
<tr><td>CP max stage cell</td><td>clkdlybuf4s50_1</td></tr>
<tr><td>Crit path buf inv count</td><td>5</td></tr>
<tr><td>Req. time, crit path</td><td>around 6.2 ns</td></tr>
<tr><td>Ordered list of cells on the worst path</td><td>clkdlybuf4s50_1 -&gt; inv_1 -&gt; fa_1 -&gt; inv_1 -&gt; fa_1 -&gt; fa_1 -&gt; fa_1 -&gt; fa_1 -&gt; fa_1 -&gt; fa_1 -&gt; inv_1 -&gt; fa_1 -&gt; inv_1</td></tr>
<tr><td>Worst endpoint data arrival time</td><td>4.71 ns</td></tr>
<tr><th colspan="2">Floorplan</th></tr>
<tr><td>Placeable core region</td><td>3420 um^2</td></tr>
<tr><td>Die Outline Area</td><td>approximately 6400 um^2</td></tr>
<tr><td>Io pins</td><td>27</td></tr>
<tr><td>Init Core Util</td><td>11.1%</td></tr>
<tr><td>Die Y-Extent</td><td>roughly 80 um</td></tr>
<tr><td>Floorplan die width</td><td>80 um</td></tr>
<tr><td>Total number of placement rows</td><td>21</td></tr>
<tr><th colspan="2">Timing</th></tr>
<tr><td>Count of final hold-check violations</td><td>0</td></tr>
<tr><td>Pin slew with the least headroom to its limit</td><td>0.103 ns</td></tr>
<tr><td>Final setup margin</td><td>1.50 ns</td></tr>
<tr><td>Final setup fails</td><td>0</td></tr>
<tr><td>RSZ-0062 raised after global routing</td><td>false</td></tr>
<tr><td>Headroom to the max-slew limit</td><td>a little over 90%</td></tr>
<tr><td>Post-layout minimum cycle time</td><td>approximately 4.5 ns</td></tr>
<tr><td>Achievable Freq</td><td>222 MHz</td></tr>
<tr><td>Final Hold Slack</td><td>1.61 ns</td></tr>
<tr><td>Number of pins exceeding their max-slew limit in the final report</td><td>0</td></tr>
<tr><td>Post-layout period usage</td><td>75.0%</td></tr>
<tr><td>Accumulated negative setup slack</td><td>0 ns</td></tr>
<tr><th colspan="2">Pwr</th></tr>
<tr><td>Maximum resistive drop on vdd</td><td>between 90 and 100 uV</td></tr>
<tr><td>Pwr Density</td><td>228 nW/um^2</td></tr>
<tr><td>Design Power</td><td>165 uW</td></tr>
<tr><td>Leakage Power</td><td>0.304 nW</td></tr>
<tr><th colspan="2">Layout</th></tr>
<tr><td>Fraction of final layout cells sized beyond drive strength 1</td><td>5.26%</td></tr>
<tr><td>Layout-stage area growth over the synthesis result</td><td>91.1%</td></tr>
<tr><td>Count of placed standard cells in the final layout, fillers left out</td><td>103</td></tr>
<tr><td>Total non-filler cell area in the finished layout</td><td>approximately 720 um^2</td></tr>
<tr><td>Fin util</td><td>21.1%</td></tr>
<tr><th colspan="2">Clock network</th></tr>
<tr><td>Cell resize tally after clock tree synthesis</td><td>0</td></tr>
<tr><td>Clock buffers created by TritonCTS</td><td>3</td></tr>
<tr><td>Maximum clock path buffer count</td><td>2</td></tr>
<tr><td>Hold buffers post-CTS</td><td>0</td></tr>
<tr><td>Buffer type at the clock tree root</td><td>clkbuf_4</td></tr>
<tr><td>Level count of the clock H-tree</td><td>1</td></tr>
<tr><td>Setup repair bufs after CTS</td><td>0</td></tr>
<tr><td>Clock transition at the registers of the reported paths</td><td>0.06 ns</td></tr>
<tr><td>CTS tree</td><td>done</td></tr>
<tr><td>CTS Sinks</td><td>9</td></tr>
<tr><th colspan="2">Placement</th></tr>
<tr><td>HPWL reported at the end of detailed placement</td><td>929 um</td></tr>
<tr><td># placed instances</td><td>99</td></tr>
<tr><td>Placement Setup Slack</td><td>between 1 and 1.5 ns</td></tr>
<tr><td>Placer congestion estimate</td><td>about 0.74</td></tr>
<tr><td>Post-detailed-placement cell area</td><td>about 700 um^2</td></tr>
<tr><td>Tally of buffers added on design ports</td><td>26</td></tr>
<tr><th colspan="2">Status</th></tr>
<tr><td>Run status</td><td>complete, no violations</td></tr>
<tr><th colspan="2">Min path</th></tr>
<tr><td>Hold Startpoint</td><td>B[4]</td></tr>
<tr><td>Worst hold-check path type</td><td>in2reg</td></tr>
</table>
## per-layer routing
metal	part of all wire (%)	vias up	track usage (%)
met5	0	-	0
met4	0.20	0	0.352
met3	28	2	3.86
met2	26	28	3.53
met1	45	122	4.13
li1	-	130	-
## layout make-up
cell class              count  area (um^2)
fillers                   383         2690
flip-flops and latches      9          180
clock buffers               4         26.3
well taps                  46         57.6
repair buffers             26          260
multi-input cells           8          160
inverters                  10         37.5
## state kept, by name, indices dropped and copies added (netlist names)
| register | flops |
|---|---|
| Cout | 1 |
| Sum | 8 |
## placed cells by master, fill, tap and decap left out
cell type        Yosys  final
clkbuf_1             0      1
clkbuf_4             0      3
clkdlybuf4s50_1      0     26
dfxtp_1              9      9
fa_1                 8      8
inv_1               10     10
## report_power, final
| part | internal [mW] | switching [mW] | total (mW) | leakage [nW] |
|---|---|---|---|---|
| logic | 0.0331 | 0.0121 | 0.0452 | 0.213 |
| registers | 0.0712 | 0.00255 | 0.0738 | 0.0759 |
| clock network | 0.0256 | 0.0203 | 0.0459 | 0.0150 |
## path summary, 6_finish.rpt
| kind | end | slack (ns) | cells past startpoint |
|---|---|---|---|
| min | Sum[4]$_DFF_P_ | 1.61 | 2 |
| max | Sum[7]$_DFF_P_ | 1.50 | 13 |
## logic make-up after synthesis
logic type | count (synthesis) | synth area share [%]
DFF | 9 | 47.7
buffers and inverters | 10 | 9.93
adders and majority gates | 8 | 42.4
No activity file was given, so power comes from the tool's default toggle rates.
